`flow/config.mk`:
```
export PLATFORM = sky130hd
export DESIGN_NAME = SelectMulti
export DESIGN_NICKNAME = SelectMulti
export VERILOG_FILES = /design/flow/design.v
export SDC_FILE = /design/flow/constraint.sdc
export NUM_CORES = 4
export LEC_CHECK = 1
export CORE_AREA = 10 10 84 84
export DIE_AREA = 0 0 94 94
```
`flow/constraint.sdc`:
```
current_design SelectMulti

set clk_period 1.5
set clk_io_pct 0.2

create_clock -name clk0 -period $clk_period

set non_clock_inputs [all_inputs -no_clocks]
set_input_delay [expr $clk_period * $clk_io_pct] -clock clk0 $non_clock_inputs
set_output_delay [expr $clk_period * $clk_io_pct] -clock clk0 [all_outputs]
```
`flow/design.v`:
```
`timescale 1ns / 1ps
module SelectMulti(
	input [31:0] in0,
	input [31:0] in1,
	input [31:0] in2,
	input [31:0] in3,
	input [1:0] sel,
	output reg [31:0] out
    );
	always @ (*) 
		case (sel) 
			2'b00: out = in0;
			2'b01: out = in1;
			2'b10: out = in2;
			2'b11: out = in3;
		endcase
endmodule
```
`flow/run.sh`:
```
#!/bin/bash
# OpenROAD 26Q1-2900-gdf79404cd8, Yosys 0.63+post, stock flow scripts
make -C /OpenROAD-flow-scripts/flow DESIGN_CONFIG=/design/flow/config.mk WORK_HOME=/design/flow/orfs finish
```
==> impl_metrics.ini <==
; implementation run metrics
[critical_path]
crit_top_cell = buf_16
cpMaxStageDelayCell = mux4_2
endpoint = out[1]
cp-startpoint = sel[0]
cp_cell_sequence = buf_16, buf_16, mux4_2, buf_2
critical_path.endpoint_type = primary output
worstSetupStartpointType = input port
crit_required_ns = 1.20
max_stage_delay_ns = 0.50
worstSetupPathType = input port to primary output
path_max_fanout = 6
crit_buf_inv = 3
critPathTopFamily = multiplexers
cp.depth = 4
cp_data_arrival_time_ns = 1.20

[detailed_routing]
via_per_inst = 4.40
drtPass1Iterations = 2
insertedDiodeCount = 0
routedWlPerCell_microns = 21.7
drtAntennaViolNets = 0
drt_iter0_drc = 32
drc_errors = 0
vias = 1198
totalWireLength_microns = 5920

[global_routing]
grt_usage_pct = 13.3
antenna_found_initial = 0
grt_overflow = 0
grt_pass1_vias = 1401
grt_first_pass_wirelength_microns = 8850
grt_max_degree = 17

[floorplan]
ios = 162
chipArea_sq_um = 8840
fp_util_pct = 15.6
num_rows = 26
die_width_microns = 94
coreArea_sq_um = 5200
die_h_microns = 94

[run_status]
status = complete, but fails checks
violations = negative setup slack

[job]
warning_count = 34
drv_cap = 0

[final_layout]
flops = 0
drive_gt1_share_pct = 36.6
ff_latch_area_sq_um = 0
area_growth_pct = 185
fill_cells = 540
post-route-util_pct = 44.6
clkbuf_count = 0

[power]
total_power_mw = 0.560
p_sw_share_pct = 25.7
peakVddDrop_mv = 0.125
p_comb_share_pct = 100.0
clkPwrFrac_pct = 0
p_int_mw = 0.416
powerDensity_nw_per_um2 = 242
power.switching_mw = 0.144
p_seq_share_pct = 0
power_leakage_nw = 1.11

[placement]
post-dp-hpwl_microns = 5060
io_buffers = 162
place.gp.congestion = 0.828
dp_slack_ns = -0.614

[worst_hold_path]
holdCritPathClass = input port to primary output

[final_timing]
max_clock_freq_mhz = 666
relSlewSlack_pct = 89.9
setup-violations-final = 1
period_needed_ns = 1.50
finalMaxSlewViolations = 0
setup_slack_ns = -0.000438
worstMarginPinSlew_ns = 0.152
rsz0062_at_grt = yes
period_used_pct = 100
hold_viol = 0

[cts]
post_cts_buffers = 0
hold_buffers = 0

[synth]
synth.distinct_cells = 5
synth_area_sq_um = 815
ys_cells = 39
postSynthCellCount = 39
syn_area_per_cell_sq_um = 20.9
ys_seq_share_pct = 0
synth_warnings = 1
ys_chip_area_sq_um = 815
==> logic make-up (layout without fill, tap and decap cells) <==
kind of cell,after synthesis,count (layout),synth area share (%)
buf+inv,7,170,10.6
mux,32,32,89.4
==> metrics by stage <==
| step | TNS, ns | std cells | cell area (sq um) | hold WS, ns |
|---|---|---|---|---|
| global placement | -18.78 | 267 | 2490 | 1.60 |
| CTS | -0.00543 | 272 | 2320 | 1.09 |
| detailed placement | -18.71 | 267 | 2490 | 1.59 |
| floorplan | 0 | 39 | 815 | 0.686 |
| finish | -0.000438 | 272 | 2320 | 1.08 |
| global route | -0.484 | 272 | 2320 | 1.10 |
==> worst min-delay path by stage <==
stage         end  slack, ns     from  cells after the start
6_report  out[13]       1.08  in0[13]                      3
5_1_grt   out[25]       1.10  in3[25]                      3
4_1_cts    out[0]       1.09   in3[0]                      3
==> placed cells by master (no fill, tap or decap), drive strengths merged <==
cell	synthesis	layout
dlygate4sd2	0	128
buf	7	42
mux4	32	32
==> area by class of cell <==
| cell class | count | area [sq um] | area share [%] |
|---|---|---|---|
| multi-input cells | 32 | 721 | 31.1 |
| well taps | 70 | 87.6 | 3.78 |
| repair buffers | 170 | 1510 | 65.2 |
==> routing by layer <==
layer / routed length [microns] / share of wire (%) / up-vias / global-route usage (%)
met5: 0 / 0 / - / 0
met4: 14 / 0.24 / 0 / 0.380
met3: 680 / 11 / 2 / 5.33
met1: 2190 / 37 / 562 / 15.9
met2: 3030 / 51 / 96 / 23.3
li1: - / - / 538 / -
==> power groups by stage <==
stage / clock [mW] / combinational [mW] / sequential (mW)
CTS: 0 / 0.576 / 0
global route: 0 / 0.610 / 0
finish: 0 / 0.560 / 0
==> Yosys cell counts <==
master | instances | area [sq um]
buf_2 | 3 | 15.0
mux4_2 | 30 | 676
mux4_1 | 2 | 52.6
buf_12 | 3 | 60.1
buf_6 | 1 | 11.3
==> what timing repair did <==
action,4_1_cts,5_1_grt
setup endpoints to repair,32,31
gates resized,248,0
cloned,5,0
Power figures rest on the tool's default switching activity, not on a simulated workload.
